File: design/flow/constraint.sdc
current_design FIFO

set clk_period 6.0
set clk_io_pct 0.2

create_clock -name clk0 -period $clk_period [get_ports {clk_read}]
create_clock -name clk1 -period $clk_period [get_ports {clk_write}]

set non_clock_inputs [all_inputs -no_clocks]
set_input_delay [expr $clk_period * $clk_io_pct] -clock clk0 $non_clock_inputs
set_output_delay [expr $clk_period * $clk_io_pct] -clock clk0 [all_outputs]
File: design/flow/config.mk
export PLATFORM = sky130hd
export DESIGN_NAME = FIFO
export DESIGN_NICKNAME = FIFO
export VERILOG_FILES = /design/flow/design.v
export SDC_FILE = /design/flow/constraint.sdc
export NUM_CORES = 4
export LEC_CHECK = 1
export CORE_UTILIZATION = 30
File: design/flow/design.v
module FIFO #(parameter ADDR_WIDTH =5, DATA_WIDTH=8) (output [DATA_WIDTH-1:0] data_out, input [DATA_WIDTH-1:0] data_in, input clk_read, input clk_write,input Wr_enable,input Read_enable,input reset);
wire [ADDR_WIDTH:0] wr_ptr;
wire [ADDR_WIDTH:0] r_ptr;
wire [ADDR_WIDTH-1:0] write_addr;
wire [ADDR_WIDTH-1:0] read_addr;
wire wr_full;
wire r_empty;
wire [ADDR_WIDTH:0] sync_read_ptr;
wire [ADDR_WIDTH:0] sync_write_ptr;
ram #(ADDR_WIDTH, DATA_WIDTH) inst0(data_out,data_in,clk_write,Wr_enable,Read_enable,write_addr,read_addr,wr_full);
r_ptr_synchronizer #(ADDR_WIDTH) inst1 (reset,clk_write, r_ptr, sync_read_ptr);
wr_ptr_synchronizer #(ADDR_WIDTH) inst2 (reset,clk_read, wr_ptr, sync_write_ptr);
read_address_gen #(ADDR_WIDTH) inst3 (clk_read,Read_enable,sync_write_ptr,reset,r_empty,read_addr,r_ptr);
write_address_gen #(ADDR_WIDTH) inst4 (clk_write,Wr_enable,sync_read_ptr,reset,wr_full,write_addr,wr_ptr);
endmodule
module r_ptr_synchronizer #(parameter ADDR_WIDTH =5) (input reset,input wr_clk, input [ADDR_WIDTH:0] r_ptr,output reg [ADDR_WIDTH:0] sync_read_ptr);
reg [ADDR_WIDTH:0] temp;
always @(posedge wr_clk,posedge reset)
	if (reset)
		begin
			temp <= 0;
			sync_read_ptr <= 0;
		end
	else
		begin
			temp <= r_ptr;
			sync_read_ptr <= temp;
	end
endmodule
module ram #(parameter ADDR_WIDTH =5, DATA_WIDTH=8)(output [DATA_WIDTH-1:0] data_out,input [DATA_WIDTH-1:0] data_in,input wr_clk, input write_enable,input read_enable,input [ADDR_WIDTH-1:0] write_addr,input [ADDR_WIDTH-1:0] read_addr,input wr_full);
parameter RAM_DEPTH = 1 << ADDR_WIDTH;  
reg[DATA_WIDTH-1 : 0] ram [0:RAM_DEPTH-1];
always @(posedge wr_clk)
	if(write_enable && !wr_full)
		ram[write_addr] <= data_in;
assign data_out = (read_enable)? ram[read_addr]: 8'bz;  
endmodule 
module read_address_gen #(parameter ADDR_WIDTH =5) (input r_clk,input r_en,input [ADDR_WIDTH:0] sync_write_ptr,input reset, output reg r_empty,output [ADDR_WIDTH-1:0] r_address,output reg [ADDR_WIDTH:0] r_ptr);
reg [ADDR_WIDTH:0] r_bin_ptr;  
wire temp_empty;
wire [ADDR_WIDTH:0] r_gray_ptr_next, r_bin_ptr_next;
always @(posedge r_clk, posedge reset)
	if (reset)
    	{r_bin_ptr, r_ptr} <= 0;
	else
		{r_bin_ptr, r_ptr} <= {r_bin_ptr_next, r_gray_ptr_next};
assign r_address = r_bin_ptr[ADDR_WIDTH-1:0];
assign r_bin_ptr_next = r_bin_ptr + (r_en & ~r_empty);  
assign r_gray_ptr_next = (r_bin_ptr_next>>1) ^ r_bin_ptr_next;  
assign temp_empty = (r_gray_ptr_next == sync_write_ptr);  
always @(posedge r_clk,posedge reset)
	if (reset)
		r_empty <= 1'b1;
	else
    	r_empty <= temp_empty;
endmodule
module wr_ptr_synchronizer #(parameter ADDR_WIDTH =5) (input reset, input r_clk, input [ADDR_WIDTH:0] wr_ptr,output reg [ADDR_WIDTH:0] sync_write_ptr);
reg [ADDR_WIDTH:0] temp;
always @(posedge r_clk,posedge reset)
begin
	if (reset)
	 begin
		temp <= 0;
		sync_write_ptr <= 0;
	 end
	else
	 begin
		temp <= wr_ptr;
		sync_write_ptr <= temp;
	 end
end
endmodule
module write_address_gen #(parameter ADDR_WIDTH =5) (input wr_clk,input Wr_en,input [ADDR_WIDTH:0] sync_read_ptr,input reset, output reg Wr_full,output [ADDR_WIDTH-1:0] wr_address,output reg [ADDR_WIDTH:0] wr_ptr);
reg [ADDR_WIDTH:0] wr_bin_ptr;
wire temp_full;
wire [ADDR_WIDTH:0] wr_gray_ptr_next, wr_bin_ptr_next;
always @(posedge wr_clk,posedge reset)
	if (reset)
		{wr_bin_ptr, wr_ptr} <= 0;
	else
		{wr_bin_ptr, wr_ptr} <= {wr_bin_ptr_next, wr_gray_ptr_next};
assign wr_address = wr_bin_ptr[ADDR_WIDTH-1:0];
assign wr_bin_ptr_next = wr_bin_ptr + (Wr_en & ~Wr_full);  
assign wr_gray_ptr_next = (wr_bin_ptr_next>>1) ^ wr_bin_ptr_next;  
assign temp_full = (wr_gray_ptr_next=={~sync_read_ptr[ADDR_WIDTH:ADDR_WIDTH-1], sync_read_ptr[ADDR_WIDTH-2:0]});
always @(posedge wr_clk,posedge reset)
    if (reset)
		Wr_full <= 1'b0;
	 else
	    Wr_full <= temp_full;
endmodule
File: design/flow/run.sh
#!/bin/bash
# OpenROAD 26Q1-2900-gdf79404cd8, Yosys 0.63+post, stock flow scripts
make -C /OpenROAD-flow-scripts/flow DESIGN_CONFIG=/design/flow/config.mk WORK_HOME=/design/flow/orfs finish
==> run_results.csv <==
group,metric,value,unit
logic_synthesis,synth.area.top_cells,"edfxtp_1 66%, mux4_2 15%, dfrtp_1 10%, xor2_1 1.3%, nor2_1 1.1%",
pwr,switching_share,0.284,
logic_synthesis,top_cells_by_count,"256 x edfxtp_1, 80 x mux4_2, 47 x dfrtp_1",
global_route,grt-ovfl-total,0,
routing,viasPerCell,4.72,
floorplan,fp_util,0.308,
cells_and_area,drive_gt1_frac,0.281,
logic_synthesis,yosys_warnings,6,
logic_synthesis,ys.flops,304,
routing,drtIter0Drc,255,
pwr,clock_power_share,0.294,
global_route,grt_max_degree,49,
run,warnings,26,
logic_synthesis,syn_inst,538,
worst_setup_path,startpoint_type,"flip-flop",
run,maxCapViolations,0,
logic_synthesis,yosysTopAreaCell,"edfxtp_1",
clocking,post-cts-setup-buffer-count,0,
final_timing,worst_pin_slew,0.986,ns
worst_hold_path,worstHoldStart,"inst3.r_ptr[0]",
final_timing,hold_viol,0,
global_route,antenna_found_initial,1,
cells_and_area,final_area,13700,um^2
clocking,holdBufCountCts,0,
floorplan,num_rows,71,
pwr,power.leakage,4.46,nW
final_timing,slew_violations,0,
clocking,cts.sinks,304,
pwr,power_frac_comb,0.277,
global_route,grt_pass1_wl,36.2,mm
placed_design,io_buffers,19,
logic_synthesis,top_cell,"edfxtp_1",
floorplan,chipArea,39800,um^2
worst_setup_path,critPathRequiredTime,4.80,ns
worst_setup_path,critPathCaptureType,"primary output",
final_timing,timing.max_slew.rel_slack,0.340,
final_timing,setup_violations,0,
clocking,cts_tree,"done",
pwr,switching_power,0.00187,W
logic_synthesis,ys_cells,538,
clocking,clkTransAtPathRegs,0.06,ns
worst_hold_path,hold_path.class,"reg2reg",
placed_design,dp.final_hpwl,14.7,mm
logic_synthesis,ff_type,"edfxtp_1",
pwr,internal-power,0.00471,W
pwr,total_power,0.00657,W
placed_design,placed_area,12600,um^2
cells_and_area,syn2layout_area_growth,16.8,%
worst_setup_path,cp.arrival,3.42,ns
routing,wl_per_cell,21.1,um
worst_setup_path,worstSetupStartpoint,"inst3.r_bin_ptr[0]",
routing,wl,23.9,mm
floorplan,die_width,199,um
logic_synthesis,async_flop_share,0.158,
worst_setup_path,reg2reg_from,"inst3.r_bin_ptr[0]",
floorplan,die_h,199,um
status,status,"completed",
global_route,grt_pass1_vias,5894,
routing,drc,0,
worst_setup_path,critical_path_class,"reg2out",
routing,dr.pass1.iters,5,
routing,diodes,0,
logic_synthesis,top_cell_area_share,0.657,
global_route,grt_usage,0.135,
pwr,power_frac_seq,0.429,
logic_synthesis,syn-mean-instance-area,21.7,um^2
final_timing,setup-tns-final,0,ns
worst_setup_path,cp_max_fo,32,
routing,vias,5342,
floorplan,ioPinCount,21,
logic_synthesis,synth_seq_share,0.760,
placed_design,gp_congestion,0.840,
routing,route.antenna.remaining_nets,0,
final_timing,rsz0062_at_grt,"false",
clocking,cts.repair.resized,0,
logic_synthesis,netlist_area,11700,um^2
final_timing,clock-skew-final,0.0161,ns
logic_synthesis,yosys_area,11700,um^2
logic_synthesis,yosysUniqueCellTypes,40,
logic_synthesis,synth-edff-count,256,
floorplan,core,38000,um^2
pwr,powerDensity,481,nW/um^2
pwr,ir_drop,0.259,mV
==> cell usage in the layout, fill, tap and decap left out, types with 8 or more instances in the layout <==
master and count:
xnor2_1 12, nor2_1 35, clkinv_2 8, dfrtp_1 45
clkbuf_16 31, buf_4 31, mux4_2 80, mux2_2 8
xor2_1 17, edfxtp_1 256, nand2_1 9, clkdlybuf4s50_1 19
==> state kept, by name (all words and copies together), names as in the netlist, 6 cells and up <==
register / cells
inst0.ram: 256
inst1.temp: 6
inst2.sync_write_ptr: 6
inst3.r_ptr: 6
inst1.sync_read_ptr: 6
inst2.temp: 6
inst4.wr_ptr: 6
==> critical path: stages (launching register included) <==
cell and delay (ns):
dfrtp_4 0.86, buf_4 0.47, mux4_2 0.59, mux4_2 0.49, mux2_2 0.29, clkdlybuf4s50_1 0.41
==> worst paths after layout <==
check	end	slack (ns)	cells past startpoint
min in group clk0	inst2.sync_write_ptr[5]	0.35	0
max in group asynchronous	inst3.r_bin_ptr[0]	4.17	3
max reg2reg	inst3.r_empty	3.17	7
min in group asynchronous	inst4.wr_ptr[1]	1.13	3
max in group clk1	inst4.Wr_full	2.71	10
min reg2reg	inst1.temp[0]	0.07	0
min	inst1.temp[0]	0.07	0
max	data_out[7]	1.38	5
==> power by group through the flow <==
stage         combinational, W  sequential, W  clock (W)
CTS                    0.00186        0.00283    0.00197
global route           0.00198        0.00286    0.00205
finish                 0.00182        0.00282    0.00193
==> layout make-up <==
type | instances | area [um^2]
Timing Repair Buffer | 50 | 423
Clock inverter | 22 | 250
Tap cell | 511 | 639
Fill cell | 3448 | 24400
Inverter | 6 | 22.5
Clock buffer | 34 | 787
Sequential cell | 304 | 8890
Multi-Input combinational cell | 204 | 2640
==> layer usage <==
| layer | share of wire | wire, um | GRT usage | up-vias |
|---|---|---|---|---|
| met5 | 0 | 0 | 0 | - |
| met4 | 0.021 | 493 | 0.0243 | 0 |
| met3 | 0.17 | 4040 | 0.112 | 43 |
| met2 | 0.46 | 10900 | 0.198 | 312 |
| met1 | 0.35 | 8490 | 0.158 | 2683 |
| li1 | - | - | - | 2304 |
==> cell families (layout without fill, tap and decap cells) <==
family          Yosys count  after routing  synth area share
mux                      90             90             0.163
compound gates           10             10           0.00610
buf+inv                  30            112            0.0143
flops                   304            304             0.760
simple gates             70             70            0.0285
xor+xnor                 30             30            0.0231
fa+ha+maj                 4              4           0.00428
==> metrics by stage <==
| step | cells | setup WS [ns] | hold WS, ns | utilization |
|---|---|---|---|---|
| floorplan | 538 | 2.77 | 0.331 | - |
| global placement | 1075 | 1.62 | 0.336 | 0.332 |
| detailed placement | 1075 | 1.62 | 0.336 | 0.332 |
| CTS | 1131 | 1.30 | 0.0572 | 0.359 |
| global route | 1131 | 1.21 | 0.0632 | 0.359 |
| finish | 1131 | 1.38 | 0.0693 | 0.359 |
Power figures rest on the tool's default switching activity, not on a simulated workload.
